`flow/design.v`:
```
module adder(input signed [15:0] a, input signed [15:0] b, output signed [15:0] result);
    assign result = a + b; 
endmodule
module counter #(parameter N=4)(input clock,input load, input en,input[N-1:0] par_load,output logic[N-1:0] count);
always @(posedge clock) begin
   if(load)begin
        count<=par_load;
   end
   else if(en)begin
         count<=count+1;
   end
end
endmodule
module determinant_calculator3_3_datapath(input clock,input reset,input [15:0] out_put_det2,input [1:13] en,input[7:0] data_in,
input[1:0] s,input[3:0] select,input [3:0] start_adress,input cload,input cen,output logic [15:0] out_put_det3,output logic[3:0] adress,
output logic [3:0]flag,output logic[7:0] k);
logic [7:0] a,b,c,d,e,f,g,h,i;
logic[15:0] multiplier_result,term1,term2,term3,sub_result,final_result;
logic [7:0] A;
counter #(4) countadresses2 (clock,cload,cen,start_adress,adress);
counter #(4) countf(clock,cload,cen,4'b0000,flag);
n_register #(8) ra(clock,reset,en[1],data_in,a);
n_register #(8) rb(clock,reset,en[2],data_in,b);
n_register #(8) rc(clock,reset,en[3],data_in,c);
n_register #(8) rd(clock,reset,en[4],data_in,d);
n_register #(8) re(clock,reset,en[5],data_in,e);
n_register #(8) rf(clock,reset,en[6],data_in,f);
n_register #(8) rg(clock,reset,en[7],data_in,g);
n_register #(8) rh(clock,reset,en[8],data_in,h);
n_register #(8) ri(clock,reset,en[9],data_in,i);
assign A= (s== 2'b00) ? a:  
        (s== 2'b01) ?b:  
        (s== 2'b10) ?c:  
        1'b0;                    
multiplier2 mult2(out_put_det2,A,multiplier_result);
n_register #(16) t1(clock,reset,en[10],multiplier_result,term1);
n_register #(16) t2(clock,reset,en[11],multiplier_result,term2);
n_register #(16) t3(clock,reset,en[12],multiplier_result,term3);
n_register #(16) t4(clock,reset,en[13],final_result,out_put_det3);
subtractor sub2(term1,term2,sub_result);
adder add(sub_result,term3,final_result);
always @(*) begin
        case (select)
            0: k =a; 
            1: k =b; 
            2: k =c; 
            3: k =d; 
            4: k =e; 
            5: k =f; 
            6: k =g; 
            7: k =h; 
            8: k =i; 
            default: k = 8'b00000000; 
        endcase
    end
endmodule
module multiplier2 (input signed [15:0] x,input signed [7:0] y,output signed [15:0] multiplier_result);
       assign multiplier_result =x*y;
endmodule
module n_register #(parameter N=8)(input logic clock,input logic reset, input logic enable,input logic [N-1:0] data_in,output logic [N-1:0] data_out );
    always @(posedge clock or posedge reset) begin
        if (reset)
         begin
            data_out <= 0; 
        end 
        else if (enable)
         begin
            data_out <= data_in; 
        end
    end
endmodule
module subtractor(input signed [15:0] a, input signed [15:0] b, output signed [15:0] result);
    assign result = a - b; 
endmodule
```
`flow/run.sh`:
```
#!/bin/bash
# OpenROAD 26Q1-2900-gdf79404cd8, Yosys 0.63+post, stock flow scripts
make -C /OpenROAD-flow-scripts/flow DESIGN_CONFIG=/design/flow/config.mk WORK_HOME=/design/flow/orfs finish
```
`flow/config.mk`:
```
export PLATFORM = sky130hd
export DESIGN_NAME = determinant_calculator3_3_datapath
export DESIGN_NICKNAME = determinant_calculator3_3_datapath
export VERILOG_FILES = /design/flow/design.v
export SDC_FILE = /design/flow/constraint.sdc
export NUM_CORES = 4
export LEC_CHECK = 1
export CORE_UTILIZATION = 30
```
`flow/constraint.sdc`:
```
current_design determinant_calculator3_3_datapath

set clk_period 10.4
set clk_io_pct 0.2

create_clock -name clk0 -period $clk_period [get_ports {clock}]

set non_clock_inputs [all_inputs -no_clocks]
set_input_delay [expr $clk_period * $clk_io_pct] -clock clk0 $non_clock_inputs
set_output_delay [expr $clk_period * $clk_io_pct] -clock clk0 [all_outputs]
```
==> impl_metrics.py <==
# Physical implementation metrics
metrics = {
    "logic_synthesis": {
        "top_cells_by_area": "dfrtp_1 32%, fa_1 14%, mux2_2 11%, ha_1 6.2%, inv_1 5.8%",
        "seq_area_frac_synth_pct": 34.16,
        "synthDominantCellAreaShare_pct": 32.26,
        "syn-mean-instance-area_um2": 10.27,
        "ys_ff": 144,
        "edf_count": 4,
        "ys_cells": 1027,
        "ys_async_sr_fraction_pct": 94.44,
        "post_synth_num_cell_types": 64,
        "yosysWarningCount": 4,
        "ys_area_um2": 10550,
        "synth.cell_area_um2": 10550,
        "syn_inst": 1027,
        "synth_top_cell_by_area": "dfrtp_1",
        "flop_cell": "dfrtp_1",
    },
    "cts": {
        "cts_resized": 0,
        "clockBufferDepth": 2,
        "clock_latency_ps": 430,
        "post_cts_buffers": 0,
        "postCtsHoldBufs": 0,
        "clk_pin_slew_ps": 60,
        "cts-htree-levels": 4,
        "clock_tree.root_cell": "clkbuf_16",
        "cts_made_buffers": 17,
        "clock-sinks": 144,
        "tritoncts": "built",
    },
    "detailed_routing": {
        "detail_route.first_pass.iterations": 5,
        "vias": 7279,
        "final_ant_viol_nets": 0,
        "routedWlPerCell_um": 14.29,
        "number_of_antenna_repair_diodes": 0,
        "remaining_drc_errors": 0,
        "drt_wl_total_mm": 22.33,
        "detailedRoute.firstIterationViolations": 413,
        "post_drt_via_cell_ratio": 4.657,
    },
    "final_timing": {
        "setup_viol_count_final": 0,
        "skew_ps": 9.257,
        "setup_repair_after_global_routing_missed_its_margin": "no",
        "totalNegativeSetupSlack_ps": 0,
        "final.period_utilization_pct": 72.81,
        "drv_slew": 0,
        "fin_crit_ps": 7572,
        "fmax_mhz": 132.1,
        "slew_headroom_pct": 35.50,
        "finalHoldViolCount": 0,
        "worstMarginPinSlew_ps": 967.5,
    },
    "power_and_ir_drop": {
        "p_leak_nw": 5.596,
        "clock_power_share_pct": 18.0,
        "power_density_nw_per_um2": 285.2,
        "power_switching_share_pct": 41.31,
        "power_report.internal_total_mw": 2.086,
        "total_net_switching_power_mw": 1.468,
        "worst_ir_drop_vdd_mv": 0.1941,
        "power.share.sequential_pct": 22.5,
        "power_frac_comb_pct": 59.5,
        "post-layout-total-power_mw": 3.554,
    },
    "die": {
        "die_area_um2": 35920,
        "chipHeight_um": 189.5,
        "fp.coreArea_um2": 34540,
        "die-width_um": 189.5,
        "rows": 68,
        "pin_count": 83,
        "initCoreUtil_pct": 30.54,
    },
    "setup_path": {
        "data_required_critical_path_ps": 10710,
        "cp_max_fo": 12,
        "timing.setup.critical_path_class": "primary input to flop",
        "worstPathArrival_ps": 7880,
        "critical_path.endpoint_type": "flop",
        "setup.worst_path.start_class": "primary input",
    },
    "global_route": {
        "global_route.usage.total_pct": 13.83,
        "gr-total-overflow": 0,
        "grt_first_pass_wirelength_mm": 38.94,
        "grt_pass1_vias": 7705,
        "antenna_found_initial": 0,
        "grt_max_degree": 81,
    },
    "flow_run": {
        "timing.max_cap.violations": 0,
        "stage_log_warnings": 25,
    },
    "outcome": {
        "status": "finished clean",
    },
    "place": {
        "gp_congestion": 0.8314,
        "hpwl_mm": 16.69,
        "portBuffers": 82,
    },
    "worst_hold_path": {
        "min_path_type": "flop to flop",
    },
    "finish": {
        "area_growth_pct": 18.16,
        "drive_above_1_share_pct": 14.26,
    },
}
[power by group through the flow]
stage	registers, mW	clock network [mW]	logic [mW]
after CTS	0.801	0.655	2.14
after global routing	0.820	0.677	2.44
final	0.798	0.641	2.11
[synth_stat cells (all sizes together), types with 4 or more instances]
library cell	instances
nand2	62
mux4	5
mux2	104
dfxtp	4
ha	52
or2	4
nor2	49
inv	164
nor2b	13
o211ai	12
nor3b	4
nand3	7
a21oi	25
o22ai	5
and2	67
nand3b	5
nand2b	5
buf	5
xnor2	22
a31oi	7
and3	7
fa	76
xor2	9
o2bb2ai	5
a22oi	8
edfxtp	4
dfrtp	136
mux2i	15
a32oi	4
clkbuf	39
a21o	4
o21ai	53
[area by class of cell]
class | instances | area, um^2
Clock buffer | 17 | 425.4
Clock inverter | 15 | 190.2
Fill cell | 3417 | 22080
Inverter | 164 | 620.6
Multi-Input combinational cell | 675 | 6152
Sequential cell | 144 | 3603
Tap cell | 455 | 569.3
Timing Repair Buffer | 93 | 903.4
[kinds of logic (layout without fill, tap and decap cells)]
logic type	count (synthesis)	count (layout)	synth area share, %
AOI/OAI and AO/OA	154	154	9.525
xor gates and xnor gates	34	34	3.214
adders and majority gates	128	128	20.59
buffers and inverters	208	289	7.520
DFF	144	144	34.16
muxes	124	124	13.59
and+or+nand+nor	235	235	11.40
[critical path, cell delays in order]
cell and delay [ps]:
clkdlybuf4s50_1 820, mux2i_1 160, o2bb2ai_1 790, nand2_1 160
fa_1 490, fa_1 550, inv_1 50, fa_1 470
inv_1 50, fa_1 470, inv_1 40, ha_1 300
o21ai_1 90, a21boi_1 190, o21ai_1 90, a21boi_1 560
nor2_1 170, mux2_2 310
[stage by stage]
stage          std cells  util, %  cell area, um^2  setup WS [ps]  hold slack [ps]
4_1_cts             1563    36.08            12460           2831            494.2
3_5_place_dp        1531    34.30            11850           2419            479.4
2_1_floorplan       1027        -            10550           3809            432.5
6_report            1563    36.08            12460           2828            486.9
5_1_grt             1563    36.08            12460           2360            509.3
3_3_place_gp        1531    34.30            11850           2522            471.1
[final timing paths]
path / from / end / slack (ps) / cells past startpoint
min in group asynchronous: reset / t2.data_out[13]$_DFFE_PP0P_ / 2150 / 2
hold / removal: t4.data_out[0]$_DFFE_PP0P_ / t4.data_out[0]$_DFFE_PP0P_ / 490 / 1
setup / recovery: s[0] / t1.data_out[10]$_DFFE_PP0P_ / 2830 / 18
setup reg to reg: rb.data_out[4]$_DFFE_PP0P_ / t1.data_out[10]$_DFFE_PP0P_ / 4970 / 17
max in group asynchronous: reset / t2.data_out[4]$_DFFE_PP0P_ / 7050 / 3
hold reg to reg: t4.data_out[0]$_DFFE_PP0P_ / t4.data_out[0]$_DFFE_PP0P_ / 490 / 1
[metal layers]
layer,wire length (um),vias up,track usage (%)
met3,1016,10,2.744
met5,0,-,0
met4,176,0,1.117
li1,-,3536,-
met2,10530,139,22.39
met1,10600,3594,20.51
[layout by cell type (no fill, tap or decap), drive strengths merged, types with 4 or more instances in the layout]
cell / count
nand3: 7
fa: 76
clkdlybuf4s50: 82
nand2b: 5
o21ai: 53
and3: 7
dfrtp: 136
clkbuf: 17
a31oi: 7
a22oi: 8
mux2: 104
a32oi: 4
inv: 175
o22ai: 5
a21oi: 25
edfxtp: 4
mux4: 5
nor3b: 4
nor2b: 13
mux2i: 15
o2bb2ai: 5
xor2: 9
o211ai: 12
buf: 11
nand2: 62
xnor2: 22
dfxtp: 4
nor2: 49
ha: 52
nand3b: 5
and2: 67
a21o: 4
or2: 4
[state kept, by name, summed over array words and instances, names as in the netlist, 16 cells and up]
register,cells
t4.data_out,16
t1.data_out,16
t3.data_out,16
t2.data_out,16
