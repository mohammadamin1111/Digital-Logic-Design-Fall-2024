==> design.v <==
module counter #(parameter N=4)(input clock,input load, input en,input[N-1:0] par_load,output logic[N-1:0] count);
always @(posedge clock) begin
   if(load)begin
        count<=par_load;
   end
   else if(en)begin
         count<=count+1;
   end
end
endmodule
module determinant_calculator2_2_datapath(input clock,input reset,input [1:7] en,input[7:0] data_in,input s1,
input [3:0] start_adress,input cload,input cen ,output logic[3:0] adress,output logic [2:0]z, output logic[15:0] out_put );
logic [7:0] a;
logic [7:0] b;
logic [7:0] c;
logic [7:0] d;
logic [15:0] ad;
logic [15:0] bc;
logic [15:0] ad_bc;
logic [7:0] x;
logic [7:0] y;
logic [15:0] multiplier_result;
counter #(4) countadresses (clock,cload,cen,start_adress,adress);
counter #(3) count0to3(clock,cload,cen,3'b000,z);
n_register #(8) ra(clock,reset,en[1],data_in,a);
n_register #(8) rb(clock,reset,en[2],data_in,b);
n_register #(8) rc(clock,reset,en[3],data_in,c);
n_register #(8) rd(clock,reset,en[4],data_in,d);
n_register #(16) rad(clock,reset,en[5],multiplier_result,ad);
n_register #(16) rbc(clock,reset,en[6],multiplier_result,bc);
n_register #(16) rad_bc(clock,reset,en[7],ad_bc,out_put);
assign x= s1? b:a;
assign y= s1? c:d;
multiplier mult(x,y,multiplier_result);
subtractor subt(ad,bc,ad_bc);
endmodule
module multiplier(input signed [7:0] x,input signed [7:0] y,output signed [15:0] multiplier_result);
       assign multiplier_result =x*y;
endmodule
module n_register #(parameter N=8)(input logic clock,input logic reset, input logic enable,input logic [N-1:0] data_in,output logic [N-1:0] data_out );
    always @(posedge clock or posedge reset) begin
        if (reset)
         begin
            data_out <= 0; 
        end 
        else if (enable)
         begin
            data_out <= data_in; 
        end
    end
endmodule
module subtractor(input signed [15:0] a, input signed [15:0] b, output signed [15:0] result);
    assign result = a - b; 
endmodule
==> run.sh <==
#!/bin/bash
# OpenROAD 26Q1-2900-gdf79404cd8, Yosys 0.63+post, stock flow scripts
make -C /OpenROAD-flow-scripts/flow DESIGN_CONFIG=/design/flow/config.mk WORK_HOME=/design/flow/orfs finish
==> config.mk <==
export PLATFORM = sky130hd
export DESIGN_NAME = determinant_calculator2_2_datapath
export DESIGN_NICKNAME = determinant_calculator2_2_datapath
export VERILOG_FILES = /design/flow/design.v
export SDC_FILE = /design/flow/constraint.sdc
export NUM_CORES = 4
export LEC_CHECK = 1
export CORE_UTILIZATION = 50
==> constraint.sdc <==
current_design determinant_calculator2_2_datapath

set clk_period 7.1
set clk_io_pct 0.2

create_clock -name clk0 -period $clk_period [get_ports {clock}]

set non_clock_inputs [all_inputs -no_clocks]
set_input_delay [expr $clk_period * $clk_io_pct] -clock clk0 $non_clock_inputs
set_output_delay [expr $clk_period * $clk_io_pct] -clock clk0 [all_outputs]
==> deck_impl_summary.md <==
Synthesis and Place & Route Summary

Synth
  • Mapped Area: 0.006644 sq mm
  • Post-synth EDFFs: 4
  • Leading area contributor after synthesis: dfrtp_1
  • Area leader share: 30.13%
  • Yosys cell types: 54
  • Top FF cell, synth: dfrtp_1
  • Top cells, area: dfrtp_1 (30%), fa_1 (17%), mux2_2 (9.8%)
  • Xor+xnor area frac: 3.691%
  • YS chip area: 0.006644 sq mm
  • Syn Area/Cell: 10.36 sq um
  • Yosys top cell by instances: inv_1
  • Cell count after synthesis: 641
  • Sequential element share of the synthesized area: 32.84%
  • Yosys stat cell total: 641
  • Yosys adder share: 25.54%
  • Post-Synth Simple-Gate Area: 10.13%
  • Aoi share: 8.663%
  • Yosys reg bits: 87
  • Logic family by area: adder cells
  • Ys Warns: 4
  • Area fraction in mux cells: 12.54%
  • Synth async-reset ratio: 91.95%
  • Top post-synthesis cells by count: inv_1 (99), dfrtp_1 (80), nor2_1 (67)

Placed design
  • Placement Setup Slack: 0.3436 ns
  • Port bufs: 46
  • Post-DP Area: 0.007395 sq mm
  • Detailed Place HPWL: 9.329 mm
  • GPL Wtd Cong: 0.8952

STA
  • Final setup viols: 0
  • RSZ-0062 raised after global routing: false
  • Worst Max-Slew Pin Slew: 0.6108 ns
  • Final period utilization: 89.52%
  • F_max: 0.1573 GHz
  • Final worst slack: 0.7440 ns
  • Fin. Hold Viols: 0
  • Setup_tns: 0 ns
  • Max-slew violations: 0
  • Max_slew headroom: 58.12%
  • Hold slack: 0.4792 ns
  • Worst Skew: 0.008875 ns
  • Minimum clock period after layout: 6.356 ns

Final layout
  • Post-route cell area: 0.007654 sq mm
  • Share of layout cells above drive strength 1: 15.67%
  • P&R area growth vs syn: 15.20%

Clock tree
  • Hold_buf cts: 0
  • Root Driver: clkbuf_16
  • Worst-path clk slew: 0.06 ns
  • H-Tree Depth: 3
  • Worst-Skew Late Latency: 0.34 ns
  • Cts repair resizes: 0
  • CTS sink cnt: 87
  • Setup Buffers After CTS: 0
  • TritonCTS clock tree: yes
  • CTS Buf Count: 9
  • Clock Path Buffers: 2

Power
  • Maximum vdd drop: 0.4094 mV
  • P_leak: 3.583 nW
  • Pwr dens: 537.1 mW/mm^2
  • Overall Power: 4.111 mW

Global route
  • Remaining Overflow, GRT: 0
  • Grt met3 use: 4.090%
  • GRT Overall Usage: 20.57%
  • Grt met1 use: 31.35%
  • First-pass GRT wire length: 20.92 mm
  • Vias in the first global route: 4436
  • GRT Max-Usage Layer: met2
  • Largest net degree at the start of global routing: 49
  • GRT met2 Usage: 33.18%
  • Initial antenna violation count: 0

Drt
  • Drt drc: 0
  • Drt wl/cell: 13.60 microns
  • Final wirelength: 11.88 mm
  • DR pass1 iterations: 5
  • Number of diodes: 0
  • DR iter-0 viols: 144
  • Routed vias: 4396
  • Via density: 5.030
  • Antenna viol nets, final: 0

Floorplan
  • Chip area: 0.01375 sq mm
  • Core Box Area: 0.01277 sq mm
  • Init Core Util: 52.01%
  • Die width: 117.3 microns
  • Number of top-level pins: 47
  • Std cell rows: 41
  • DIE HEIGHT: 117.3 microns

Setup path
  • Highest fanout seen on the critical path: 20
  • Crit end category: flop
  • Arrival time at the worst endpoint: 6.58 ns
  • Worst setup SP type: input port
  • Worst path required time: 7.33 ns
  • Worst Setup Path Type: input port to flop

Min path
  • Hold Path Class: flop to flop

Flow run
  • Max-cap violations: 0
  • Count of tool warnings: 25

Outcome
  • Outcome: complete, no violations
cells by family after synthesis:
family          Yosys count
compound gates           86
fa+ha+maj               102
mux                      76
flops                    87
buf+inv                 114
simple gates            148
xor+xnor                 28
metal layers:
metal	part of all wire, %	vias up	routed length, microns
met3	3.6	11	429
met1	48	2091	5738
met5	0	-	0
met2	47	66	5566
li1	-	2228	-
met4	1.2	0	148
placed cells by master, fill, tap and decap left out, types with 8 or more instances in the layout:
| master | count |
|---|---|
| buf_4 | 16 |
| mux2_2 | 58 |
| or2_2 | 10 |
| clkbuf_16 | 9 |
| xor2_1 | 8 |
| dfrtp_1 | 80 |
| nor2_1 | 67 |
| ha_1 | 46 |
| fa_1 | 56 |
| o21ai_0 | 20 |
| nand2_1 | 36 |
| inv_1 | 98 |
| a21oi_1 | 20 |
| mux2i_1 | 18 |
| clkdlybuf4s50_1 | 46 |
| xnor2_1 | 20 |
final timing paths:
kind	end	slack (ns)	start	cells past startpoint
min in group asynchronous	rb.data_out[0]	1.42	reset	2
min reg2reg	rad_bc.data_out[7]	0.48	rad_bc.data_out[7]	2
max	rbc.data_out[14]	0.74	s1	19
min	rad_bc.data_out[7]	0.48	rad_bc.data_out[7]	2
max in group asynchronous	rbc.data_out[13]	4.68	reset	3
max reg2reg	rbc.data_out[14]	2.18	rc.data_out[4]	17
layout make-up:
class,instances,area (sq um)
Tap cell,172,215.2
Sequential cell,87,2182
Clock inverter,3,20.02
Timing Repair Buffer,63,600.6
Clock buffer,10,239.0
Fill cell,1055,5120
Inverter,99,372.9
Multi-Input combinational cell,440,4024
flip-flops by register name, indices dropped and copies added (netlist names):
signal and count:
rbc.data_out 16, count0to3.count 3, rad_bc.data_out 16, rd.data_out 8
rb.data_out 8, ra.data_out 8, countadresses.count 4, rc.data_out 8
rad.data_out 16
power by group:
group          switching, mW  leakage, nW  internal, mW
Sequential            0.0728         1.01         0.687
Combinational           1.52         2.44          1.40
Clock                  0.191        0.131         0.242
Total                   1.78         3.58          2.33
stage by stage:
stage	instances	utilization [%]
finish	874	59.92
global route	874	59.92
floorplan	641	-
detailed placement	861	57.89
global placement	861	57.89
CTS	874	59.92
critical path: stages:
cell and delay, ns:
clkdlybuf4s50_1 0.50, buf_12 0.19, mux2i_1 0.56, nor2_1 0.15, fa_1 0.55, inv_1 0.05
fa_1 0.48, inv_1 0.06, fa_1 0.52, inv_1 0.05, fa_1 0.52, inv_1 0.04
ha_1 0.31, inv_1 0.06, o21ai_0 0.29, nand2_1 0.12, a311oi_1 0.29, xor2_1 0.13
mux2_2 0.28
Power is estimated from default activity; no workload was simulated.
